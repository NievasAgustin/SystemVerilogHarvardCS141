===== flow/design.v =====
module shift_reg
  #( parameter N=8 )
  (
    input logic clk, rst, s_in,
    input logic [1:0] ctrl,
    input logic [N-1:0] d,
    output logic [N-1:0] q,
    output logic s_out
  );
  logic [N-1:0] r_reg, r_next;
  always_ff @(posedge clk, posedge rst)
    if(rst)
      r_reg <= '0;
  else
    r_reg <= r_next;
  always_comb
    unique case (ctrl)
      2'b00 : r_next = r_reg;
      2'b01 : r_next = {s_in, r_reg[N-1:1]};
      2'b10 : r_next = d;
    endcase
  assign q = r_reg ;
  assign s_out = r_reg[0];
endmodule

===== flow/run.sh =====
#!/bin/bash
# OpenROAD 26Q1-2900-gdf79404cd8, Yosys 0.63+post, stock flow scripts
make -C /OpenROAD-flow-scripts/flow DESIGN_CONFIG=/design/flow/config.mk WORK_HOME=/design/flow/orfs finish

===== flow/config.mk =====
export PLATFORM = sky130hd
export DESIGN_NAME = shift_reg
export DESIGN_NICKNAME = shift_reg
export VERILOG_FILES = /design/flow/design.v
export SDC_FILE = /design/flow/constraint.sdc
export NUM_CORES = 4
export LEC_CHECK = 1
export CORE_AREA = 10 10 70 70
export DIE_AREA = 0 0 80 80

===== flow/constraint.sdc =====
current_design shift_reg

set clk_period 1.1
set clk_io_pct 0.2

create_clock -name clk0 -period $clk_period [get_ports {clk}]

set non_clock_inputs [all_inputs -no_clocks]
set_input_delay [expr $clk_period * $clk_io_pct] -clock clk0 $non_clock_inputs
set_output_delay [expr $clk_period * $clk_io_pct] -clock clk0 [all_outputs]

==> writeup.txt <==
The logs give 11.2% for the initial standard-cell utilization of the core and 0 for the count of antenna diodes in the layout. Slowest stage cell on the critical path: sky130_fd_sc_hd__dfrtp_1. For this run, design rule violations remaining after detail routing come to 0.

Final worst clock skew: 0.00438 ns. With the worst hold slack across all endpoints at 0.220 ns, the post-placement setup slack is -0.168 ns. Before any placement, the netlist area is recorded as 384 um^2. In the global route stage, overall resource usage came out at 3.80%. The floorplan has 21 rows. The tools report the via count of the first global-routing pass as 403. Subtracting the final worst setup slack from the clock period gives 1.04 ns.

The flow ran to the end, and the final reports show no timing, DRC or antenna violations. In this run the count of I/O pins placed on the die edge is 22. Summed over all layers, the global routing overflow is 0. Entering global routing, the biggest net connects 17 pins.

Per the synth log, the flip-flop and latch total comes to 8. The number of antenna violations at the first check in global routing was 0. The routed wire length is 1130 um, and the logic depth of the worst register-to-register path is 4.

For this block, the via count after detailed routing is 368. The run gives 7 for the count of unique library cells instantiated by Yosys. The run gives 0 ns as the final total negative setup slack. The buffer_ports step reported a buffer count of 21. The share of total power dissipated in sequential elements is 43.8%. The power report attributes to the clock group a share of 26.3%. The type of the tightest min-delay check is in -> async. Once placement finished, the instance area stood at 669 um^2. The tools report the total core area as 3420 um^2. After clock tree synthesis, the flow added hold-fix buffers numbering 0. The later pin in the worst-skew pair is clocked with a latency of 0.25 ns.

Clock tree synthesis selected as its root buffer the cell sky130_fd_sc_hd__clkbuf_4. The count of nets left with antenna violations once routing finished came out at 0. The register with the most flip-flops in the layout has 8 of them.

The largest single stage delay on the critical path is 0.39 ns. The tool flagged a number of max-cap violations equal to 0. With the critical path arrival at 0.82 ns, the chip area from the yosys synthesis statistics is 384 um^2. TritonCTS built the clock tree. The run gives 3.26 for the routed via count divided by cell count.

The kind of start point of the critical path was a flip-flop. For the worst voltage drop across the vdd grid, the log shows 0.000454 V. Setup repair after global routing left no endpoint under its margin. After synthesis, the mean cell area works out to 10.7 um^2. The internal portion of the total power is 621 uW.

Per the OpenROAD floorplan log, the width of the die is 80 um. The run gives 182 uW as the switching power. With the fmax at 965 MHz, the final design instance area without fill is 734 um^2. The detailed placer reported the number of placed instances as 103.

With the number of setup violations in the final report at 0, the switching share of power is 22.7%. The launch point of the critical path was reported as r_reg[6]. Once routing completed, OpenROAD measured the worst setup slack at 0.0634 ns.

The run gives 36 for the synthesized instance count. The count of buffering cells on the critical path with inverters included was 1; the number of clock sinks seen by CTS was 8. The warning count from the yosys run came out at 1. Reg-to-reg critical path startpoint: r_reg[1].

In the Yosys report, the sequential cells make up 52.1% of the chip area. No sink is reached through more buffers than the 2 on the longest clock path. In this run the layout overhead on the synthesized area is reported as 91.2%. Critical setup path kind: reg -> out. The timing report attributes the biggest portion of critical-path delay to flip-flops. The die height came out at 80 um.

The worst setup path is captured at an output pin. Max-slew violation count: 0. The warning total across the stage logs is 26. The report lists the power per cell area as 1090 nW/um^2.

For this run, the number of standard cells in the final layout without fillers is 113. The first detailed-routing pass took 4 iterations. Across all checked pins, the minimum headroom to the slew limit is 80.4%.

With the internal reg-to-reg setup slack at 0.17 ns, the transition time of the tightest slew-check pin is 0.293 ns. Per the timing report, the most critical flop-to-flop path finishes at r_reg[1]. The share of the clock period used by the worst path after layout came out at 94.2%. The critical path goes through clkdlybuf4s15_1. With the wire length of the first global-routing pass at 1910 um, the average wire length per cell after detail routing is 10.0 um. The run gives 36 for the number of standard cells reported by yosys. The chip occupies 6400 um^2. The violation count after the first detailed-route iteration was 19. The count of endpoints failing hold in the final timing report came out at 0.

For this design the static power due to leakage is 0.000336 uW. Per the TritonCTS log, the buffer count is 3. The deepest level of the CTS H-tree is 1, and the clock-pin transition on the worst setup and hold timing paths is 0.05 ns. Cells with a size suffix above 1 make up 22.4% of the layout. The weighted congestion reported at the end of routability-driven placement was 0.806; the combinational group share of total power was 29.9%. The most common library cell in the layout ignoring fill and taps is sky130_fd_sc_hd__clkdlybuf4s50_1. According to the timing report, the data required time at the worst endpoint equals 0.88 ns. STA lists the maximum fanout along the critical path as 2.
power by group through the flow:
stage | Clock (uW) | Sequential (uW) | Combinational [uW]
4_1_cts | 220 | 351 | 240
5_1_grt | 244 | 357 | 267
6_report | 211 | 351 | 241
worst max path at each step:
stage	to	slack, ns	cells past startpoint
4_1_cts	q[0]	-0.002	1
5_1_grt	r_reg[7]	0.008	4
6_report	q[6]	0.06	1
per-layer routing:
layer  vias to the layer above  track usage (%)  part of all wire (%)
met5                         -                0                     0
met4                         0                0                     0
met3                         0             3.41                    19
met2                        21             4.65                    35
met1                       161             5.07                    47
li1                        186                -                     -
logic make-up after synthesis:
logic type / after synthesis / synth area share, %
AND-OR/OR-AND: 8 / 10.4
AND/OR/NAND/NOR: 8 / 7.82
flip-flops: 8 / 52.1
multiplexers: 8 / 20.8
buffers and inverters: 4 / 8.79
timing repair:
item / CTS / global route
resized: 16 / 5
setup endpoints to repair: 9 / 6
buffers inserted: 6 / 2
metrics by stage:
stage / power (uW) / util, %
floorplan: 422 / -
global placement: 574 / 19.6
detailed placement: 576 / 19.6
CTS: 811 / 21.4
global route: 868 / 21.5
finish: 803 / 21.5
synthesized netlist by cell type:
| master | number | share of area, % |
|---|---|---|
| sky130_fd_sc_hd__mux2i_1 | 8 | 21 |
| sky130_fd_sc_hd__buf_4 | 1 | 2.0 |
| sky130_fd_sc_hd__buf_6 | 2 | 5.9 |
| sky130_fd_sc_hd__dfrtp_1 | 8 | 52 |
| sky130_fd_sc_hd__inv_1 | 1 | 0.98 |
| sky130_fd_sc_hd__nand2_1 | 8 | 7.8 |
| sky130_fd_sc_hd__o21ai_1 | 8 | 10 |
layout make-up:
class                           count  area (um^2)
Inverter                            1         3.75
Tap cell                           46         57.6
Multi-Input combinational cell     24          150
Fill cell                         377         2680
Sequential cell                     8          200
Clock buffer                        3         22.5
Timing Repair Buffer               31          300
Power and IR drop assume default switching activity.
