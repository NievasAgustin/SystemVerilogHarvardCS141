===== design.v =====
module universal_binary_counter 
  #(
    parameter N = 8   
   )
  (
    input logic clk,           
    input logic rst,           
    input logic syn_clr,       
    input logic load,          
    input logic en,            
    input logic up,            
    input logic [N-1:0] d,     
    output logic [N-1:0] q     
  );
    logic [N-1:0] next_q;      
    logic [3:0] ctrl;          
    always_comb begin
        ctrl = {syn_clr, load, en, up};
    end
    always_comb begin
        casez (ctrl)   
            4'b1???: next_q = '0;              
            4'b01??: next_q = d;               
            4'b0011: next_q = q + 1;           
            4'b0010: next_q = q - 1;           
            default: next_q = q;               
        endcase
    end
    always_ff @(posedge clk or posedge rst) begin
        if (rst)
            q <= '0;                            
        else
            q <= next_q;                        
    end
endmodule

===== run.sh =====
#!/bin/bash
# OpenROAD 26Q1-2900-gdf79404cd8, Yosys 0.63+post, stock flow scripts
make -C /OpenROAD-flow-scripts/flow DESIGN_CONFIG=/design/flow/config.mk WORK_HOME=/design/flow/orfs finish

===== config.mk =====
export PLATFORM = sky130hd
export DESIGN_NAME = universal_binary_counter
export DESIGN_NICKNAME = universal_binary_counter
export VERILOG_FILES = /design/flow/design.v
export SDC_FILE = /design/flow/constraint.sdc
export NUM_CORES = 4
export LEC_CHECK = 1
export CORE_AREA = 10 10 75 75
export DIE_AREA = 0 0 85 85

===== constraint.sdc =====
current_design universal_binary_counter

set clk_period 3.5
set clk_io_pct 0.2

create_clock -name clk0 -period $clk_period [get_ports {clk}]

set non_clock_inputs [all_inputs -no_clocks]
set_input_delay [expr $clk_period * $clk_io_pct] -clock clk0 $non_clock_inputs
set_output_delay [expr $clk_period * $clk_io_pct] -clock clk0 [all_outputs]

==> run summary <==
yosys + openroad results -> CP bufs+invs=2, CP max stage delay=0.62 ns, worst-path maximum fanout=11, Pins Over Slew Limit=0, relative slew slack=78.5%, total wire length=2230 microns, I/O pins=22, post-synthesis cell count from yosys=99, Site Rows=23, clk buf depth=2, clk sinks=8, top flop regs=q (8), drt initial violations=28, hpwl dp=1810 microns, commonest non-fill, non-tap cell in the layout=clkdlybuf4s50_1, slew of the pin with the lowest slew margin=0.322 ns, setup TNS=0 ns, final hold violations=0, pwr dens=280 nW/um^2, Min Hold Slack=0.684 ns, number of max-cap violations=0, global-route usage over all layers=6.14%, Largest Register=q, Routed Antenna Nets=0, crit path cell chain=clkdlybuf4s50_1 > or4b_4 > inv_8 > xnor2_1 > ha_1 > o31a_1 > o21ai_1 > a221oi_1 > o21a_1 > o32ai_2, Root Driver=clkbuf_8, layout cell share with drive strength beyond 1=10.6%, max reg flops=8, grt ovf=0, via/cell ratio=4.57, final worst slack=0.529 ns, yosys stat area=806 sq um, core region area=4060 sq um, Slowest-stage cell, CP=or4b_4, initial antenna violation count=0, count of library flops with an enable pin=0, Die X=85 microns, vias in the first global route=830, Pre-antenna DRT Iters=4, peak supply drop=0.000181 V, tally of yosys warning messages=1, Fillers=431, status=complete, no violations, WP data required=3.63 ns, Max Clock Skew=0.00487 ns, Hold Crit Class=reg -> reg, chip area=7230 sq um, fin crit share=84.9%, dpl ws=0.285 ns, Pleak=0.436 nW, Registers, synthesis=8, number of port buffers=21, WP data arrival=3.10 ns, die height=85 microns, area leader, netlist=dfrtp_1, Highest Clock Rate=337 MHz, ranking of synthesized cells by area=dfrtp_1, xnor2_1, a21oi_1, post-CTS sizing=0, Antenna diodes=0, Remaining DRCs=0, most instantiated logic cells after routing=clkdlybuf4s50_1, nor2_1, a21oi_1, Init Core Util=19.9%, largest net degree at the start of global routing=16, Power, Total=0.000314 W, Final setup viols=0, routability congestion estimate=0.841, crit-path leading delay family=AND-OR/OR-AND gates, Area leader share=24.8%, CTS tree=built, Mapped Cells=99, cts bufs inserted=3, dominant register cell=dfrtp_1, unrepaired setup endpoints after global routing=false, Hold Buf Count CTS=0, Vias=791, Clock Latency Late Sink=0.23 ns, distinct lib cells=39, CTS clk-pin slew, worst paths=0.04 ns, first-pass GRT wire length=3880 microns, syn_area_per_cell=8.14 sq um, Mapped Area=806 sq um, crit path time final=2.97 ns, # Post-CTS Setup Buffers=0, WL/cell=12.9 microns, CP Class=in -> reg, fraction of registers with async set/reset=100%, Worst R2R Setup Slack=1.59 ns, H-Tree Depth=1, fin util=27.6%, Worst Setup Start Kind=input pin, Area Overhead vs Synth=39.0%, Critical Path End Type=register, Tool Warnings=25, Seq/Total Area, Yosys=24.8%
==> metrics by stage <==
step / cells / instance area (sq um)
final: 173 / 1120
after global routing: 173 / 1120
after detailed placement: 170 / 1080
after CTS: 173 / 1120
after global placement: 170 / 1080
after floorplan: 99 / 806
==> cell usage after synthesis (2+ instances only) <==
library cell and instances:
dfrtp_1 8, xor2_1 2, nand3_1 3, xnor2_1 7
nand2_1 8, nor2_1 10, nor3_1 5, mux2i_1 2
buf_6 2, inv_1 6, nor2b_1 2, o21ai_0 5
ha_1 3, a211oi_1 3, a21oi_1 9
==> worst register-to-register path, cell delays in order (launching register included) <==
cell	delay (ns)
dfrtp_1	0.43
inv_1	0.10
xnor2_1	0.13
ha_1	0.21
o31a_1	0.24
o21ai_1	0.15
a221oi_1	0.12
o21a_1	0.19
o32ai_2	0.23
==> path summary, 6_finish.rpt <==
kind                          from  cells after the start   end
max                        syn_clr                     10  q[6]
min                           q[0]                      3  q[0]
max reg2reg                   q[1]                      8  q[6]
min reg2reg                   q[0]                      3  q[0]
max in group asynchronous      rst                      2  q[3]
min in group asynchronous      rst                      2  q[4]
==> metal layers <==
| metal | global-route usage [%] | vias up | wire, microns |
|---|---|---|---|
| li1 | - | 410 | - |
| met1 | 8.12 | 365 | 1070 |
| met2 | 10.5 | 14 | 1090 |
| met3 | 0.963 | 2 | 64 |
| met4 | 0.749 | 0 | 12 |
| met5 | 0 | - | 0 |
==> logic make-up (layout without fill, tap and decap cells) <==
family	Yosys count	count (layout)	synth area share, %
and+or+nand+nor	37	37	24.5
AOI/OAI and AO/OA	29	29	25.8
buffers and inverters	11	35	7.92
xor gates and xnor gates	9	9	9.78
DFF	8	8	24.8
adders and majority gates	3	3	4.66
muxes	2	2	2.48
==> where the power goes <==
| part | leakage (nW) | switching [W] | internal (W) |
|---|---|---|---|
| Clock | 0.0216 | 0.0000338 | 0.0000743 |
| Combinational | 0.310 | 0.0000416 | 0.0000539 |
| Sequential | 0.105 | 0.0000103 | 0.0000999 |
| Total | 0.436 | 0.0000856 | 0.000228 |
==> final cells by class <==
type                    instances  area, sq um  share of cell area [%]
multi-input cells              80          542                    48.4
repair buffers                 25          240                    21.5
flip-flops and latches          8          200                    17.9
well taps                      50         62.6                    5.59
clock buffers                   3         41.3                    3.69
inverters                       7         33.8                    3.02
No activity file was given, so power comes from the tool's default toggle rates.
